--- ./config.mk ---
export PLATFORM = sky130hd
export DESIGN_NAME = displayer
export DESIGN_NICKNAME = displayer
export VERILOG_FILES = /design/flow/design.v
export SDC_FILE = /design/flow/constraint.sdc
export NUM_CORES = 4
export LEC_CHECK = 1
export CORE_AREA = 10 10 70 70
export DIE_AREA = 0 0 80 80
--- ./design.v ---
module displayer (
	input wire clock, 
	input wire neg_reset, 
	input wire [7:0] RED, 
	input wire [7:0] GREEN, 
	input wire [7:0] BLUE, 
	input wire video_on, 
	output wire [3:0] RED_out, 
	output wire [3:0] GREEN_out,
	output wire [3:0] BLUE_out
					); 
	reg [3:0] dummy_red ; 
	reg [3:0] dummy_green ; 
	reg [3:0] dummy_blue ;
	reg [3:0] blank = 0 ; 
	assign RED_out = dummy_red ; 
	assign GREEN_out = dummy_green ; 
	assign BLUE_out = dummy_blue ;
	initial begin
		dummy_red = 0 ;
		dummy_green = 0 ;
		dummy_blue = 0 ;
	end
	always @ (posedge clock) begin
		if (~neg_reset) begin
			dummy_red <= 0 ;
			dummy_green <= 0 ;
			dummy_blue <= 0 ;
		end
		else begin
			dummy_red <= RED[7:4] ;
			dummy_green <= GREEN[7:4] ; 
			dummy_blue <= BLUE[7:4] ;
		end	
	end
endmodule
--- ./run.sh ---
#!/bin/bash
# OpenROAD 26Q1-2900-gdf79404cd8, Yosys 0.63+post, stock flow scripts
make -C /OpenROAD-flow-scripts/flow DESIGN_CONFIG=/design/flow/config.mk WORK_HOME=/design/flow/orfs finish
--- ./constraint.sdc ---
current_design displayer

set clk_period 1.0
set clk_io_pct 0.2

create_clock -name clk0 -period $clk_period [get_ports {clock}]

set non_clock_inputs [all_inputs -no_clocks]
set_input_delay [expr $clk_period * $clk_io_pct] -clock clk0 $non_clock_inputs
set_output_delay [expr $clk_period * $clk_io_pct] -clock clk0 [all_outputs]
==> metrics.txt <==
# HELP chip_impl_metric Yosys and OpenROAD flow results
# TYPE chip_impl_metric gauge
chip_impl_metric{name="cp.arrival",unit="ns"} 0.75
chip_impl_metric{name="cap_violations",unit=""} 0
chip_impl_metric{name="clock_tree.htree_level_count",unit=""} 1
chip_impl_info{name="crit_type",value="flop to output pin"} 1
chip_impl_metric{name="postSynthAreaPerCell",unit="µm²"} 13.46
chip_impl_metric{name="wire_per_inst",unit="µm"} 9.082
chip_impl_metric{name="clkTransAtPathRegs",unit="ns"} 0.07
chip_impl_metric{name="syn_inst",unit=""} 25
chip_impl_metric{name="synth-seq-area-share",unit="%"} 71.38
chip_impl_metric{name="worst_slew_pin_slew",unit="ns"} 0.2957
chip_impl_info{name="run_status",value="finished, final reports clean"} 1
chip_impl_metric{name="post_synth_instance_area",unit="µm²"} 336.6
chip_impl_metric{name="relSlewSlack",unit="%"} 80.23
chip_impl_metric{name="power.static_leakage",unit="µW"} 0.0002576
chip_impl_metric{name="antenna_cells",unit=""} 0
chip_impl_metric{name="route.detailed.vias_per_inst",unit=""} 2.704
chip_impl_metric{name="grt_antenna_before_repair",unit=""} 0
chip_impl_metric{name="achievable-frequency",unit="MHz"} 1054
chip_impl_metric{name="route.detailed.drc",unit=""} 0
chip_impl_metric{name="flow.area_growth_from_synthesis",unit="%"} 95.54
chip_impl_info{name="tritoncts",value="done"} 1
chip_impl_metric{name="post_route_cells_drive_above_1_share",unit="%"} 25.00
chip_impl_metric{name="timing_max_transition_violations_final",unit=""} 0
chip_impl_metric{name="power.total",unit="µW"} 899.4
chip_impl_info{name="area_leaders",value="dfxtp_1, and2_2, and2_1"} 1
chip_impl_metric{name="synth_flops",unit=""} 12
chip_impl_info{name="critical_path.slowest_cell",value="dfxtp_2"} 1
chip_impl_metric{name="drt_first_pass_iters",unit=""} 1
chip_impl_metric{name="path_buffers",unit=""} 1
chip_impl_info{name="critical_path_capture_point",value="BLUE_out[2]"} 1
chip_impl_metric{name="p_per_area",unit="nW/µm²"} 1367
chip_impl_metric{name="die_area",unit="µm²"} 6400
chip_impl_metric{name="final_hold_viol_count",unit=""} 0
chip_impl_info{name="largest_area_cell",value="dfxtp_1"} 1
chip_impl_metric{name="ios",unit=""} 39
chip_impl_metric{name="tritoncts.num_buffers",unit=""} 3
chip_impl_metric{name="setup_viol_count_final",unit=""} 0
chip_impl_info{name="path_cells",value="clkdlybuf4s15_1"} 1
chip_impl_metric{name="place.port_buffers",unit=""} 25
chip_impl_metric{name="dr.first_iter.drc_count",unit=""} 0
chip_impl_metric{name="fin_crit_sh",unit="%"} 94.92
chip_impl_metric{name="yosys_stat_cell_total",unit=""} 25
chip_impl_metric{name="antenna_violating_nets_post_route",unit=""} 0
chip_impl_metric{name="floorplan.core_area",unit="µm²"} 3416
chip_impl_metric{name="required_time_of_the_worst_setup_path",unit="ns"} 0.80
chip_impl_metric{name="yosys-stat-area",unit="µm²"} 336.6
chip_impl_info{name="cpLargestDelayFamily",value="flip-flops"} 1
chip_impl_metric{name="synth_cell_type_count",unit=""} 4
chip_impl_info{name="setup.worst_path.start_class",value="flop"} 1
chip_impl_metric{name="rows",unit=""} 21
chip_impl_metric{name="core_util_floorplan",unit="%"} 9.853
chip_impl_metric{name="critPathMaxStageDelay",unit="ns"} 0.32
chip_impl_info{name="cp-end-kind",value="output pin"} 1
chip_impl_metric{name="die_width",unit="µm"} 80
chip_impl_metric{name="yosysWarnings",unit=""} 1
chip_impl_metric{name="worst-path-max-fanout",unit=""} 1
chip_impl_metric{name="ir_worst_vdd",unit="V"} 0.0004168
chip_impl_metric{name="die.size.y",unit="µm"} 80
chip_impl_metric{name="grt_overflow_total",unit=""} 0
chip_impl_metric{name="synth_largest_type_area_fraction",unit="%"} 71.38
chip_impl_metric{name="tot_gr_track_use",unit="%"} 2.684
chip_impl_info{name="rsz0062_at_grt",value="no"} 1
chip_impl_metric{name="crit_cells",unit=""} 1
chip_impl_metric{name="post_cts_hold_buffer_count",unit=""} 0
chip_impl_metric{name="num_vias",unit=""} 265
chip_impl_metric{name="route.final.wire_length",unit="µm"} 890
chip_impl_info{name="ctsRootBufferMaster",value="clkbuf_4"} 1
chip_impl_metric{name="place.gp.congestion",unit=""} 0.6383
chip_impl_metric{name="clock_path_buffers",unit=""} 2
chip_impl_metric{name="cts.sinks",unit=""} 12
chip_impl_metric{name="grt_pass1_wl",unit="µm"} 1421
chip_impl_metric{name="totalNegativeSetupSlack",unit="ns"} 0
chip_impl_metric{name="period_minus_slack",unit="ns"} 0.9492
chip_impl_metric{name="via_count_of_the_first_global_routing_pass",unit=""} 304
chip_impl_info{name="worst_hold_path_class",value="primary input to flop"} 1
chip_impl_metric{name="grt_start_max_net_pins",unit=""} 13
chip_impl_metric{name="openroad.warnings",unit=""} 38
chip_impl_info{name="crit_start",value="dummy_blue[2]$_SDFF_PN0_"} 1
cell usage in the layout, fill, tap and decap left out:
cell type and n:
and2_1 4, clkdlybuf4s50_1 13, and2_2 8, dfxtp_2 2, clkbuf_4 3, clkdlybuf4s15_1 12
dfxtp_1 10
logic make-up after synthesis:
logic type	Yosys count	share of synthesized area, %
flops	12	71.38
buf+inv	1	3.345
simple gates	12	25.28
power by group:
group	internal, µW	switching (µW)
logic	87.1	18.3
registers	504	6.23
clock network	139	145
total	730	169
cell type report:
class / instances / area [µm²]
Fill cell: 393 / 2758
Multi-Input combinational cell: 12 / 85.08
Clock buffer: 3 / 22.52
Tap cell: 46 / 57.56
Timing Repair Buffer: 25 / 250.2
Sequential cell: 12 / 242.7
cell usage after synthesis (all sizes together):
master  count
and2       12
buf         1
dfxtp      12
metrics by stage:
stage | std cells | utilization, % | hold WS, ns | cell area (µm²) | setup slack [ns]
2_1_floorplan | 25 | - | 0.3273 | 336.6 | 0.4324
3_3_place_gp | 95 | 18.53 | 0.7867 | 633.1 | -0.1639
3_5_place_dp | 95 | 18.53 | 0.7894 | 633.1 | -0.1656
4_1_cts | 98 | 19.23 | 0.5033 | 656.9 | 0.02972
5_1_grt | 98 | 19.27 | 0.5185 | 658.1 | 0.002237
6_report | 98 | 19.27 | 0.5123 | 658.1 | 0.05080
layer usage:
metal  GRT usage (%)  vias up  routed length, µm
li1                -      129                  -
met1           2.721      123                318
met2           4.815       11                488
met3           1.250        2                 74
met4          0.7042        0                  8
met5               0        -                  0
sequential cells by signal, summed over array words and instances (netlist names):
| register | count |
|---|---|
| dummy_red | 4 |
| dummy_green | 4 |
| dummy_blue | 4 |
timing repair:
action	4_1_cts	5_1_grt
pin swaps	0	0
resized	25	1
endpoints found under the setup margin	12	1
buffers inserted	0	0
worst min path at each step:
stage,start,end,slack [ns],depth (start not counted)
5_1_grt,RED[6],dummy_red[2]$_SDFF_PN0_,0.52,2
4_1_cts,RED[6],dummy_red[2]$_SDFF_PN0_,0.50,2
6_report,RED[6],dummy_red[2]$_SDFF_PN0_,0.51,2
No activity file was given, so power comes from the tool's default toggle rates.
