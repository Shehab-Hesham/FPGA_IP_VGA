==> /design/flow/design.v <==
module IMAGE_PROCESSING #(
	parameter add_to = 100,
	parameter subtract_from = 100,
	parameter threshold = 127
)(
	input wire clock,
	input wire neg_reset,
	input wire [9:0] IP_decision_switches,
	input wire [7:0] RED_values,
	input wire [7:0] GREEN_values,
	input wire [7:0] BLUE_values,
	output wire [7:0] RED_values_OUT,
	output wire [7:0] GREEN_values_OUT,
	output wire [7:0] BLUE_values_OUT,
	output wire [2:0] relative_pixel_address
);
	reg [7:0] RED;
	reg [7:0] GREEN;
	reg [7:0] BLUE;
	reg [2:0] work_address;  
	assign relative_pixel_address = work_address;
	assign RED_values_OUT = RED;
	assign GREEN_values_OUT = GREEN;
	assign BLUE_values_OUT = BLUE;
	initial begin
		RED = 0;
		GREEN = 0;
		BLUE = 0;
		work_address = 0;
	end
	always @(posedge clock) begin
		if (~neg_reset) begin
			RED <= 0;
			GREEN <= 0;
			BLUE <= 0;
			work_address <= 0;
		end
		else begin
			case (IP_decision_switches)
				10'b0000000000: begin
					RED <= RED_values;
					GREEN <= GREEN_values;
					BLUE <= BLUE_values;
				end
				10'b0000000001: begin
					RED <= (RED_values + add_to > 255) ? 255 : RED_values + add_to; 
					GREEN <= (GREEN_values + add_to > 255) ? 255 : RED_values + add_to; 
					BLUE <= (BLUE_values + add_to > 255) ? 255 : RED_values + add_to; 
				end
				10'b0000000010: begin
					RED <= (RED_values < subtract_from ) ? 0 : RED_values - subtract_from; 
					GREEN <= (GREEN_values < subtract_from ) ? 0 : GREEN_values - subtract_from; 
					BLUE <= (BLUE_values < subtract_from ) ? 0 : BLUE_values - subtract_from; 
				end
				10'b0000000011: begin
					RED <= (RED_values >= threshold) ? 255 : 0;
					GREEN <= (GREEN_values >= threshold) ? 255 : 0;
					BLUE <= (BLUE_values >= threshold) ? 255 : 0;
				end
				10'b0000000100: begin
					RED <= 255 - RED_values;
					GREEN <= 255 - GREEN_values;
					BLUE <= 255 - BLUE_values;
				end
				default: begin
					RED <= RED_values;
					GREEN <= GREEN_values;
					BLUE <= BLUE_values;
				end
			endcase
			work_address <= work_address + 1;
		end
	end
endmodule
==> /design/flow/run.sh <==
#!/bin/bash
# OpenROAD 26Q1-2900-gdf79404cd8, Yosys 0.63+post, stock flow scripts
make -C /OpenROAD-flow-scripts/flow DESIGN_CONFIG=/design/flow/config.mk WORK_HOME=/design/flow/orfs finish
==> /design/flow/config.mk <==
export PLATFORM = sky130hd
export DESIGN_NAME = IMAGE_PROCESSING
export DESIGN_NICKNAME = IMAGE_PROCESSING
export VERILOG_FILES = /design/flow/design.v
export SDC_FILE = /design/flow/constraint.sdc
export NUM_CORES = 4
export LEC_CHECK = 1
export CORE_UTILIZATION = 30
==> /design/flow/constraint.sdc <==
current_design IMAGE_PROCESSING

set clk_period 6.3
set clk_io_pct 0.2

create_clock -name clk0 -period $clk_period [get_ports {clock}]

set non_clock_inputs [all_inputs -no_clocks]
set_input_delay [expr $clk_period * $clk_io_pct] -clock clk0 $non_clock_inputs
set_output_delay [expr $clk_period * $clk_io_pct] -clock clk0 [all_outputs]
==> results.toml <==
# synthesis and place-and-route metrics
[cts]
cts_max_path_buffers = 2
cts_max_level = 1
path_clk_slew_ps = 90
clk_latency_ps = 270
cts_hold_buf = 0
numCtsBuffers = 3
tritoncts = "done"
post_cts_buffers = 0
cts_sinks = 27
cts_root_buf = "clkbuf_8"
post_cts_resized = 0

[pwr]
switching_share_pct = 26.8
total_power_uw = 388
ir_drop_mv = 0.0607
p_switching_uw = 104
pwr_density_cell_mw_per_mm2 = 137
internal_power_uw = 284
p_seq_share_pct = 47.3
p_clk_share_pct = 25.2
pwr-share-comb_pct = 27.5
power_leakage_uw = 0.00103

[synthesis]
yosys-stat-area_mm2 = 0.00211
ys_types = 58
ys_sh_adder_pct = 5.94
syn-cell-area_mm2 = 0.00211
synthAoiAreaFrac_pct = 33.4
postSynthAreaPerCell_um2 = 7.72
logic_family = "AND-OR/OR-AND gates"
ys_async_sr_fraction_pct = 0
synthFlopType = "dfxtp_1"
ys_seq_elements = 27
yosysTopAreaCell = "dfxtp_1"
mux_share_pct = 0.475
ys_cells = 273
synth_cells = 273
simple_gate_share_pct = 26.1
netlist.area_leader.share_pct = 25.7
yosysWarnings = 1
yosys.area_share.xor_xnor_pct = 2.91
ys_seq_share_pct = 25.7
topCellsByArea = "dfxtp_1 (26%), o21ai_0 (6.2%), a31oi_1 (5.9%), ha_1 (5.9%), nand2_1 (3.4%)"
edf_count = 0

[final_timing]
final_hold_viol_count = 0
finClkSkew_ps = 0.373
setup_viol = 0
maxClockFrequency_ghz = 0.275
timing.final.crit_period_ps = 3640
finalClockPeriodUsage_pct = 57.7
slew_viol_final = 0
worstMarginPinSlew_ps = 805
setup_tns_ps = 0
rsz0062_at_grt = "false"
relSlewSlack_pct = 46.2

[setup_path]
setup.worst_path.class = "in2reg"
cp_max_fo = 18
worstPathRequired_ps = 6520
cp-start-kind = "input port"
endpoint_kind = "register"
crit_arrival_ps = 3850

[floorplanning]
fp.dieW_um = 85.8
core-area_mm2 = 0.00679
die-height_um = 85.8
pin_count = 63
fp_util_pct = 31.0
num_rows = 30
chipArea_mm2 = 0.00736

[detailed_routing]
num_vias = 2225
wl_per_cell_um = 14.7
n_antenna_cell = 0
dr.pass1.iters = 6
via_per_inst = 5.31
routed_wl_um = 6160
ant_nets = 0
drc = 0
first_iter_violations = 175

[flow_run]
warnings = 31
cap_viol_max_count = 0

[status]
status = "finished, final reports clean"

[worst_hold_path]
min_path_type = "reg2reg"

[cells_and_area]
nFillCells = 704
register_area_um2 = 541
layout.area.comb_mm2 = 0.00145
layout-drive-gt1-share_pct = 4.95
area_delta_synth_final_pct = 34.3
most-common-layout-cells = "clkdlybuf4s50_1 (62), dfxtp_1 (27), o21ai_0 (26)"
lay_top_count = "clkdlybuf4s50_1"

[placement]
hpwl_um = 4740
port_buffers = 62
gp_congestion = 0.961

[global_route]
grt_usage_pct = 17.0
overflow = 0
grt_first_pass_wirelength_um = 9830
grt_pass1_vias = 2021
antenna_found_initial = 0
grt_max_degree = 26
stage by stage:
stage                     worst slack, ps  instance area (µm²)  utilization [%]  instances  hold WS [ps]
after floorplan                      3450                 2110                -        273           399
after global placement               2440                 2780             41.0        415           434
after detailed placement             2400                 2780             41.0        415           444
after CTS                            2690                 2830             41.6        419           467
after global routing                 2580                 2830             41.6        419           502
final                                2660                 2830             41.6        419           467
routing by layer:
metal	global-route usage [%]	vias to the layer above	routed length (µm)
li1	-	1140	-
met1	24.6	1016	2950
met2	28.7	62	2870
met3	1.17	7	261
met4	3.03	0	74
met5	0	-	0
path summary, 6_finish.rpt:
check                          start         endpoint  slack (ps)  cells after the start
max          IP_decision_switches[1]           RED[5]        2660                      5
min                  work_address[0]  work_address[0]         470                      1
max reg2reg          work_address[0]  work_address[1]        5440                      2
min reg2reg          work_address[0]  work_address[0]         470                      1
Yosys cell counts (all sizes together), types with 8 or more instances:
| cell | number |
|---|---|
| a21oi | 13 |
| a31oi | 20 |
| clkbuf | 13 |
| dfxtp | 27 |
| ha | 10 |
| inv | 12 |
| nand2 | 19 |
| nand3 | 8 |
| nor2 | 19 |
| nor3 | 15 |
| o21ai | 27 |
power groups by stage:
stage	Combinational, µW	Sequential, µW	Clock, µW
6_report	107	184	97.7
5_1_grt	118	185	108
4_1_cts	107	184	101
flip-flops by register name, indices dropped and copies added (netlist names):
signal        cells
GREEN             8
work_address      3
BLUE              8
RED               8
worst max-delay path: stages:
cell	delay, ps
clkdlybuf4s50_1	900
nand4_1	670
o32a_1	530
a221oi_1	280
o221a_1	210
cells by family (layout without fill, tap and decap cells):
| kind of cell | Yosys count | count (layout) |
|---|---|---|
| AOI/OAI and AO/OA | 103 | 103 |
| and+or+nand+nor | 96 | 96 |
| buffers and inverters | 29 | 79 |
| DFF | 27 | 27 |
| adders and majority gates | 10 | 10 |
| xor gates and xnor gates | 7 | 7 |
| muxes | 1 | 1 |
final cells by class:
cell class | count | share of cell area (%)
clock buffers | 4 | 1.59
inverters | 12 | 1.59
multi-input cells | 217 | 51.3
flip-flops and latches | 27 | 19.1
well taps | 96 | 4.25
repair buffers | 63 | 22.2
Power figures rest on the tool's default switching activity, not on a simulated workload.
